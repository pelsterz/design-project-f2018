==> design/flow/run.sh <==
#!/bin/bash
# OpenROAD 26Q1-2900-gdf79404cd8, Yosys 0.63+post, stock flow scripts
make -C /OpenROAD-flow-scripts/flow DESIGN_CONFIG=/design/flow/config.mk WORK_HOME=/design/flow/orfs finish
==> design/flow/config.mk <==
export PLATFORM = sky130hd
export DESIGN_NAME = Controller
export DESIGN_NICKNAME = Controller
export VERILOG_FILES = /design/flow/design.v
export SDC_FILE = /design/flow/constraint.sdc
export NUM_CORES = 4
export LEC_CHECK = 1
export CORE_AREA = 10 10 70 70
export DIE_AREA = 0 0 80 80
==> design/flow/constraint.sdc <==
current_design Controller

set clk_period 1.0
set clk_io_pct 0.2

create_clock -name clk0 -period $clk_period [get_ports {clk}]

set non_clock_inputs [all_inputs -no_clocks]
set_input_delay [expr $clk_period * $clk_io_pct] -clock clk0 $non_clock_inputs
set_output_delay [expr $clk_period * $clk_io_pct] -clock clk0 [all_outputs]
==> design/flow/design.v <==
module Controller(
	input logic clk,
	output logic _latch,
	output logic _clock,
	output logic [7:0] data
);
	logic [2:0] count = 0;
	always_ff @(posedge clk)
		begin
			count <= count + 1;
			_latch <= 0;
			if (count == 7)
				begin
					count <= 0;
					_latch <= 1;
					_clock <= 0;
				end
			else 
				_clock <= 1;
		end
endmodule
==> metrics.yaml <==
run_status:
  run_status: "complete, no violations"
global_route:
  antenna_found_initial: 0
  globalRouteTotalUtil_pct: 0.973
  overflow: 0
  grt_pass1_vias: 123
  grt_max_degree: 5
  grt_first_pass_wirelength_um: 496
yosys:
  synth-async-reset-ratio_pct: 0
  synth-cells-yosys: 21
  synth_top_cell_by_count: "buf_4"
  top_cells_by_count: "buf_4 (8), dfxtp_1 (5), ha_1 (3)"
  postSynthSeqShare_pct: 45.2
  ys_ff: 5
  ys_area_sq_um: 221
  synth_area_sq_um: 221
  ys.flop_type: "dfxtp_1"
  yosysWarnings: 9
  synth_cells: 21
  synth_cell_types: 7
  top_cells_by_area: "dfxtp_1 (45%), buf_4 (27%), ha_1 (17%)"
  yosysTopAreaCellShare_pct: 45.2
  edf_count: 0
  top_area_cell: "dfxtp_1"
  synth_area_per_cell_sq_um: 10.5
timing:
  setup_viol: 0
  final_hold_viol_count: 0
  fin_crit_ns: 0.949
  finalClockSkew_ns: 0.00144
  hold_slack_ns: 0.418
  fin_crit_sh_pct: 94.9
  slew_violations: 0
  fmax_mhz: 1050
clock_tree:
  clockBufferDepth: 2
  cts_tree: "built"
  root_buffer: "clkbuf_4"
  post-cts-setup-buffer-count: 0
  insertion_delay_ns: 0.24
  hold_buffers: 0
  cts_buffers: 3
  cts.sinks: 5
  clk_pin_slew_ns: 0.04
  cts_max_level: 1
setup_path:
  worst_setup_path_start_kind: "flip-flop"
  setup.worst_path.end_class: "output port"
  rr_endpoint: "count[2]"
  crit_buf_inv: 1
  crit_required_ns: 0.80
  cp_max_fo: 1
  reg2reg_slack_ns: 0.09
  critPathTopFamily: "flip-flops"
  reg2reg_from: "count[1]"
  critical_path_class: "flip-flop to output port"
  cpMaxStageDelayCell: "dfxtp_1"
  worstPathCellList: "dlygate4sd2_1"
  arrival_ns: 0.75
  worst-r2r-cell-count: 3
  max_stage_delay_ns: 0.29
power:
  p_sw_mw: 0.0802
  seqPwrFrac_pct: 46.4
  switching_share_pct: 18.6
  powerDensity_nw_per_um2: 1360
  leakage_nw: 0.132
  power_frac_clock_pct: 53.2
  combPwrFrac_pct: 0.3
  p_int_mw: 0.351
  vdd_drop_max_uv: 197
floorplan:
  pin_count: 11
  rows: 21
  die_y_um: 80
  coreArea_sq_um: 3420
  chipWidth_um: 80
  initCoreUtil_pct: 6.48
  dieArea_sq_um: 6400
routing:
  diodes: 0
  drt_wl_total_um: 313
  drc_errors: 0
  drt_iter0_drc: 0
  wl_per_cell_um: 4.35
  via_per_inst: 1.67
  dr.pass1.iters: 1
  vias: 120
  drtAntennaViolNets: 0
layout:
  syn_to_final_growth_pct: 42.9
  drive_above_1_share_pct: 23.1
  utilization_pct: 9.27
  seq_area_sq_um: 101
  comb_area_sq_um: 109
  num-fill-cells: 405
min_path:
  hp-class: "flip-flop to flip-flop"
  min_to: "count[0]"
  hp-start: "count[0]"
  whs_path_depth: 1
run:
  cap_violations: 0
  openroad.warnings: 26
placed_design:
  gp_congestion: 0.577
  io_buffers: 2
-- per-stage QoR --
step | worst slack [ns] | TNS, ns | cells | total power [mW] | instance area [sq um]
global route | -0.000366 | -0.000366 | 72 | 0.469 | 317
detailed placement | -0.0153 | -0.0153 | 68 | 0.206 | 265
floorplan | 0.0210 | 0 | 28 | 0.226 | 248
global placement | 0.00879 | 0 | 68 | 0.207 | 265
CTS | 0.0113 | 0 | 72 | 0.442 | 292
finish | 0.0509 | 0 | 72 | 0.431 | 317
-- state kept, by name, indices dropped and copies added, names as in the netlist --
name,cells
_latch,1
_clock,1
count,3
-- power groups by stage --
stage | logic [mW] | registers, mW | clock network, mW
finish | 0.00146 | 0.200 | 0.229
global route | 0.00301 | 0.199 | 0.267
CTS | 0.00273 | 0.200 | 0.239
-- area by class of cell --
type / instances / share of cell area, %
clock buffers: 4 / 8.30
flip-flops and latches: 5 / 32.0
repair buffers: 2 / 5.93
inverters: 1 / 1.19
well taps: 46 / 18.2
multi-input cells: 14 / 34.4
-- cell usage in the layout (no fill, tap or decap) --
master           netlist  routed
nor2_1                 1       1
nor2b_1                2       2
dfxtp_2                0       1
conb_1                 1       8
dlygate4sd2_1          0       1
inv_1                  1       1
clkbuf_4               0       3
clkbuf_1               0       1
dfxtp_1                5       4
clkdlybuf4s15_1        0       1
ha_4                   0       2
ha_1                   3       1
-- per-layer routing --
| metal | routed length (um) | track usage [%] | part of all wire [%] | vias up |
|---|---|---|---|---|
| li1 | - | - | - | 57 |
| met1 | 104 | 0.866 | 33 | 48 |
| met2 | 132 | 1.20 | 42 | 10 |
| met3 | 55 | 1.14 | 18 | 5 |
| met4 | 21 | 0.704 | 6.7 | 0 |
| met5 | 0 | 0 | 0 | - |
-- what timing repair did --
action | CTS | global route
endpoints found under the setup margin | 3 | 2
gates resized | 3 | 4
hold endpoints to repair | 0 | 0
pin swaps | 0 | 1
cloned | 0 | 0
-- worst max-delay path by stage --
stage     startpoint       end  slack (ns)  depth (start not counted)
5_1_grt       _latch    _latch     -0.0004                          1
6_report      _latch    _latch        0.05                          1
4_1_cts     count[0]  count[2]        0.01                          3
-- logic make-up after synthesis --
family                   count (synthesis)  share of synthesized area (%)
adder cells (fa/ha/maj)                  3                           17.0
buffers and inverters                    9                           28.8
flip-flops                               5                           45.2
other                                    1                           1.69
AND/OR/NAND/NOR                          3                           7.34
No activity file was given, so power comes from the tool's default toggle rates.
