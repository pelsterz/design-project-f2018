$ cat run.sh
#!/bin/bash
# OpenROAD 26Q1-2900-gdf79404cd8, Yosys 0.63+post, stock flow scripts
make -C /OpenROAD-flow-scripts/flow DESIGN_CONFIG=/design/flow/config.mk WORK_HOME=/design/flow/orfs finish
$ cat config.mk
export PLATFORM = sky130hd
export DESIGN_NAME = top
export DESIGN_NICKNAME = top
export VERILOG_FILES = /design/flow/design.v
export SDC_FILE = /design/flow/constraint.sdc
export NUM_CORES = 4
export LEC_CHECK = 1
export CORE_UTILIZATION = 50
$ cat constraint.sdc
current_design top

set clk_period 8.3
set clk_io_pct 0.2

create_clock -name clk0 -period $clk_period [get_ports {CLK}]

set non_clock_inputs [all_inputs -no_clocks]
set_input_delay [expr $clk_period * $clk_io_pct] -clock clk0 $non_clock_inputs
set_output_delay [expr $clk_period * $clk_io_pct] -clock clk0 [all_outputs]
$ cat design.v
module square #(
    H_SIZE=80,       
    IX=320,          
    IY=240,          
    IX_DIR=1,        
    IY_DIR=1,        
    D_WIDTH=640,     
    D_HEIGHT=480     
    )
    (
    input wire i_clk,          
    input wire i_ani_stb,      
    input wire i_rst,          
    input wire i_animate,      
    output wire [11:0] o_x1,   
    output wire [11:0] o_x2,   
    output wire [11:0] o_y1,   
    output wire [11:0] o_y2    
    );
    reg [11:0] x = IX;    
    reg [11:0] y = IY;    
    reg x_dir = IX_DIR;   
    reg y_dir = IY_DIR;   
    assign o_x1 = x - H_SIZE;   
    assign o_x2 = x + H_SIZE;   
    assign o_y1 = y - H_SIZE;   
    assign o_y2 = y + H_SIZE;   
    always @ (posedge i_clk)
    begin
        if (i_rst)   
        begin
            x <= IX;
            y <= IY;
            x_dir <= IX_DIR;
            y_dir <= IY_DIR;
        end
        if (i_animate && i_ani_stb)
        begin
            x <= (x_dir) ? x + 1 : x - 1;   
            y <= (y_dir) ? y + 1 : y - 1;   
            if (x <= H_SIZE + 1)   
                x_dir <= 1;   
            if (x >= (D_WIDTH - H_SIZE - 1))   
                x_dir <= 0;   
            if (y <= H_SIZE + 1)   
                y_dir <= 1;   
            if (y >= (D_HEIGHT - H_SIZE - 1))   
                y_dir <= 0;   
        end
    end
endmodule
module top(
    input wire CLK,              
    input wire RST_BTN,          
    output wire VGA_HS_O,        
    output wire VGA_VS_O,        
    output wire [3:0] VGA_R,     
    output wire [3:0] VGA_G,     
    output wire [3:0] VGA_B      
    );
    wire rst = ~RST_BTN;     
    wire [9:0] x;   
    wire [8:0] y;   
    wire animate;   
    reg [15:0] cnt = 0;
    reg pix_stb = 0;
    always @(posedge CLK)
        {pix_stb, cnt} <= cnt + 16'h8000;   
  vga640x480 display (
        .i_clk(CLK),
        .i_pix_stb(pix_stb),
        .i_rst(rst),
        .o_hs(VGA_HS_O), 
        .o_vs(VGA_VS_O), 
        .o_x(x), 
        .o_y(y),
        .o_animate(animate)
    );
    wire sq_a, sq_b, sq_c;
    wire [11:0] sq_a_x1, sq_a_x2, sq_a_y1, sq_a_y2;   
    wire [11:0] sq_b_x1, sq_b_x2, sq_b_y1, sq_b_y2;
    wire [11:0] sq_c_x1, sq_c_x2, sq_c_y1, sq_c_y2;
    square #(.IX(160), .IY(120), .H_SIZE(60)) sq_a_anim (
        .i_clk(CLK), 
        .i_ani_stb(pix_stb),
        .i_rst(rst),
        .i_animate(animate),
        .o_x1(sq_a_x1),
        .o_x2(sq_a_x2),
        .o_y1(sq_a_y1),
        .o_y2(sq_a_y2)
    );
    square #(.IX(320), .IY(240), .IY_DIR(0)) sq_b_anim (
        .i_clk(CLK), 
        .i_ani_stb(pix_stb),
        .i_rst(rst),
        .i_animate(animate),
        .o_x1(sq_b_x1),
        .o_x2(sq_b_x2),
        .o_y1(sq_b_y1),
        .o_y2(sq_b_y2)
    );    
    square #(.IX(480), .IY(360), .H_SIZE(100)) sq_c_anim (
        .i_clk(CLK), 
        .i_ani_stb(pix_stb),
        .i_rst(rst),
        .i_animate(animate),
        .o_x1(sq_c_x1),
        .o_x2(sq_c_x2),
        .o_y1(sq_c_y1),
        .o_y2(sq_c_y2)
    );
    assign sq_a = ((x > sq_a_x1) & (y > sq_a_y1) &
        (x < sq_a_x2) & (y < sq_a_y2)) ? 1 : 0;
    assign sq_b = ((x > sq_b_x1) & (y > sq_b_y1) &
        (x < sq_b_x2) & (y < sq_b_y2)) ? 1 : 0;
    assign sq_c = ((x > sq_c_x1) & (y > sq_c_y1) &
        (x < sq_c_x2) & (y < sq_c_y2)) ? 1 : 0;
    assign VGA_R[3] = sq_a;   
    assign VGA_G[3] = sq_b;   
    assign VGA_B[3] = sq_c;   
endmodule
module vga640x480(
    input wire i_clk,            
    input wire i_pix_stb,        
    input wire i_rst,            
    output wire o_hs,            
    output wire o_vs,            
    output wire o_blanking,      
    output wire o_active,        
    output wire o_screenend,     
    output wire o_animate,       
    output wire [9:0] o_x,       
    output wire [8:0] o_y        
    );
    localparam HS_STA = 16;               
    localparam HS_END = 16 + 96;          
    localparam HA_STA = 16 + 96 + 48;     
    localparam VS_STA = 480 + 11;         
    localparam VS_END = 480 + 11 + 2;     
    localparam VA_END = 480;              
    localparam LINE   = 800;              
    localparam SCREEN = 524;              
    reg [9:0] h_count;   
    reg [9:0] v_count;   
    assign o_hs = ~((h_count >= HS_STA) & (h_count < HS_END));
    assign o_vs = ~((v_count >= VS_STA) & (v_count < VS_END));
    assign o_x = (h_count < HA_STA) ? 0 : (h_count - HA_STA);
    assign o_y = (v_count >= VA_END) ? (VA_END - 1) : (v_count);
    assign o_blanking = ((h_count < HA_STA) | (v_count > VA_END - 1));
    assign o_active = ~((h_count < HA_STA) | (v_count > VA_END - 1)); 
    assign o_screenend = ((v_count == SCREEN - 1) & (h_count == LINE));
    assign o_animate = ((v_count == VA_END - 1) & (h_count == LINE));
    always @ (posedge i_clk)
    begin
        if (i_rst)   
        begin
            h_count <= 0;
            v_count <= 0;
        end
        if (i_pix_stb)   
        begin
            if (h_count == LINE)   
            begin
                h_count <= 0;
                v_count <= v_count + 1;
            end
            else 
                h_count <= h_count + 1;
            if (v_count == SCREEN)   
                v_count <= 0;
        end
    end
endmodule
==> impl_metrics.py <==
# Generated from Yosys and OpenROAD reports
metrics = {
    "setup_path": {
        "worstReg2RegStart": "display.h_count[4]",
        "critical_path.max_stage_delay_ns": 0.57,
        "crit_required_ns": 6.64,
        "cp-endpoint": "VGA_B[3]",
        "worstPathCellList": "inv_1, ha_1, inv_1, a21oi_1, xnor2_1, nor2_1, ha_1, o211ai_1, a21oi_1, o21ai_0, a22oi_1, or4_1, a221oi_1, clkdlybuf4s50_1",
        "crit_family": "simple AND/OR/NAND/NOR gates",
        "cp-end-kind": "output port",
        "worstSetupStartpointType": "flip-flop",
        "crit_type": "reg -> out",
        "path_buffers": 3,
        "crit_slowest_cell": "or4_1",
        "worstPathMaxFanout": 9,
        "cp_num_cells": 14,
        "crit_path_start": "display.h_count[5]",
        "r2r_cells": 6,
        "ff2ff_setup_slack_ns": 5.33,
        "r2r_end": "sq_b_anim.x[3]",
        "critPathArrivalTime_ns": 4.06,
    },
    "final_timing": {
        "finalHoldViolations": 0,
        "fmax_mhz": 175,
        "setup_viol": 0,
        "drv_slew": 0,
        "tightest_slew_ns": 0.764,
        "setup_tns_ns": 0,
        "fin_skew_ns": 0.00942,
        "slew_headroom_pct": 48.4,
        "period_used_pct": 68.9,
        "rsz0062_at_grt": "no",
        "fin_crit_ns": 5.72,
    },
    "die": {
        "die_w_um": 150,
        "die_area_mm2": 0.0225,
        "fp-utilization_pct": 51.6,
        "die_y_um": 150,
        "num_rows": 53,
        "coreArea_mm2": 0.0212,
        "pin_count": 16,
    },
    "detailed_routing": {
        "vias": 8926,
        "diodes": 0,
        "drcViolationCount": 0,
        "wirelength_um": 25300,
        "antenna_left": 0,
        "drtIter0Drc": 485,
        "first_pass_iters": 5,
        "wl_per_cell_um": 16.4,
        "routed_via_density": 5.80,
    },
    "synth": {
        "avgSynthCellArea_um2": 8.57,
        "syn-instance-count": 1278,
        "syn_area_mm2": 0.0110,
        "async_flop_share_pct": 0,
        "synth-edff-count": 82,
        "top_cells_by_area": "edfxtp_1 22%, ha_1 20%, xnor2_1 5.9%",
        "ff_type": "edfxtp_1",
        "ys_ff": 100,
        "yosysWarnings": 14,
        "ys_cells": 1278,
        "ys_seq_share_pct": 25.8,
        "top_area_share_pct": 22.5,
        "yosysTopAreaCell": "edfxtp_1",
        "ys_chip_area_mm2": 0.0110,
        "yosysUniqueCellTypes": 69,
    },
    "clock_network": {
        "clk_latency_ns": 0.35,
        "clkSinkCount": 100,
        "clk_pin_slew_worst_paths_ns": 0.07,
        "cts_root_buffer": "clkbuf_16",
        "ctsResizeCount": 0,
        "cts_tree": "yes",
        "clk_path_buf_depth": 2,
        "cts_hold_buf": 0,
        "htreeDepth": 3,
        "cts_buffers": 9,
        "cts_setup_buffers": 0,
    },
    "placement": {
        "dp_cells": 1522,
        "gp_congestion": 0.915,
        "io_buffer_count": 6,
        "hpwl_um": 18700,
        "dpl_cell_area_mm2": 0.0112,
    },
    "final_layout": {
        "layout-drive-gt1-share_pct": 2.77,
        "lay_top_cells": "176 x ha_1, 123 x nor2_1, 88 x nand2_1",
        "layout_top_cell": "ha_1",
        "areaGrowthSynthToFinish_pct": 5.01,
        "fin_cells": 1538,
        "final_area_mm2": 0.0115,
    },
    "worst_hold_path": {
        "hold_path.class": "reg -> reg",
    },
    "power": {
        "ir_drop_v": 0.000108,
        "powerDensity_mw_per_mm2": 109,
        "leakage_nw": 4.79,
        "p_total_w": 0.00125,
    },
    "global_routing": {
        "grt.total_usage_pct": 24.5,
        "grt_pass1_wl_um": 42200,
        "grt_max_degree": 55,
        "antenna_found_initial": 0,
        "grt-ovfl-total": 0,
        "grt_pass1_vias": 8204,
    },
    "run_status": {
        "status": "finished clean",
    },
    "flow_run": {
        "warnings": 44,
        "maxCapViolCount": 0,
    },
}
[power breakdown]
part	switching (W)	internal, W
logic	0.000114	0.0000930
registers	0.0000434	0.000559
clock network	0.000198	0.000244
[flip-flops by register name (all words and copies together) (netlist names)]
signal and flops:
sq_b_anim.x_dir 1, pix_stb 1, sq_a_anim.y_dir 1, sq_a_anim.x 12, sq_c_anim.x 12, display.v_count 10
display.h_count 10, sq_b_anim.x 12, sq_c_anim.y 12, sq_a_anim.x_dir 1, sq_a_anim.y 12, sq_c_anim.x_dir 1
sq_b_anim.y_dir 1, cnt 1, sq_b_anim.y 12, sq_c_anim.y_dir 1
[cells by family (layout without fill, tap and decap cells)]
kind of cell	count (synthesis)	count (layout)	synth area share, %
AND/OR/NAND/NOR	433	433	19.6
flip-flops	100	100	25.8
AND-OR/OR-AND	323	323	18.9
buffers and inverters	113	90	4.35
other	1	9	0.0342
adder cells (fa/ha/maj)	184	184	21.4
multiplexers	4	4	0.366
XOR/XNOR	120	120	9.59
[stage by stage]
step / setup slack (ns) / utilization [%] / hold slack, ns
floorplan: 3.82 / - / 0.331
global placement: 2.96 / 52.8 / 0.340
detailed placement: 2.92 / 52.8 / 0.341
CTS: 2.53 / 54.2 / 0.351
global route: 2.31 / 54.2 / 0.364
finish: 2.58 / 54.2 / 0.352
[how the worst min path moves through the flow]
stage,startpoint,endpoint,slack (ns),cells after the start
after CTS,cnt[15],pix_stb,0.35,0
after global routing,cnt[15],pix_stb,0.36,0
final,cnt[15],pix_stb,0.35,0
[per-layer routing]
| metal | GRT usage, % | part of all wire, % | wire length, um |
|---|---|---|---|
| met1 | 41.5 | 53 | 13400 |
| met2 | 35.3 | 42 | 10700 |
| met3 | 2.73 | 3.4 | 869 |
| met4 | 3.28 | 1.6 | 393 |
| met5 | 0 | 0 | 0 |
[final cells by class]
cell class	count	area, um^2
Multi-Input combinational cell	1073	7690
Clock inverter	5	60.1
Fill cell	1935	9720
Inverter	61	229
Timing Repair Buffer	13	113
Tap cell	275	344
Sequential cell	100	2820
Clock buffer	11	243
[cell usage after synthesis, types with 12 or more instances]
cell type    n
xor2_1      46
o21a_1      32
dfxtp_1     18
a21o_1      15
ha_1       176
xnor2_1     74
and3_1      13
nand4_1     21
and2_1      18
nand3_1     36
a211oi_1    26
inv_1       61
nand2_1     89
nor2_1     123
buf_4       13
o21ai_0     85
nor3_1      51
clkbuf_1    36
a21oi_1     77
nand2b_1    18
edfxtp_1    82
a31oi_1     12
Power figures rest on the tool's default switching activity, not on a simulated workload.
