[./design.v]
module ps2_keyboard(
	input logic clock,  
	input logic data,  
	output logic [7:0] data_out
);
	logic [3:0] count = 4'b0000;  
	logic parityCheck; 
	logic [10:0] temp_data = 11'b00000000000;  
		always_ff @(negedge clock)
			begin
				if(clock)
					begin
						count <= 0;
					end
				else
					begin
						case(count)
							11: 
								begin
									temp_data <= {temp_data[9:0], data};
									count <= 1;
								end
							default:
								begin
									count <= count + 1;
									temp_data <= {temp_data[9:0], data};
								end
						endcase
					end
			end
			always_comb 
				begin
					parityCheck = ^temp_data[9:1];
					if(temp_data[0] && ~temp_data[10] && parityCheck && count >= 10)
						begin
							data_out[0] = temp_data[9];
							data_out[1] = temp_data[8];
							data_out[2] = temp_data[7];
							data_out[3] = temp_data[6];
							data_out[4] = temp_data[5];
							data_out[5] = temp_data[4];
							data_out[6] = temp_data[3];
							data_out[7] = temp_data[2];
						end
					else
						begin
							data_out = 8'b00000000;
						end
				end
endmodule
[./config.mk]
export PLATFORM = sky130hd
export DESIGN_NAME = ps2_keyboard
export DESIGN_NICKNAME = ps2_keyboard
export VERILOG_FILES = /design/flow/design.v
export SDC_FILE = /design/flow/constraint.sdc
export NUM_CORES = 4
export LEC_CHECK = 1
export CORE_AREA = 10 10 86 86
export DIE_AREA = 0 0 96 96
[./constraint.sdc]
current_design ps2_keyboard

set clk_period 2.0
set clk_io_pct 0.2

create_clock -name clk0 -period $clk_period [get_ports {clock}]

set non_clock_inputs [all_inputs -no_clocks]
set_input_delay [expr $clk_period * $clk_io_pct] -clock clk0 $non_clock_inputs
set_output_delay [expr $clk_period * $clk_io_pct] -clock clk0 [all_outputs]
[./run.sh]
#!/bin/bash
# OpenROAD 26Q1-2900-gdf79404cd8, Yosys 0.63+post, stock flow scripts
make -C /OpenROAD-flow-scripts/flow DESIGN_CONFIG=/design/flow/config.mk WORK_HOME=/design/flow/orfs finish
==> notes.md <==
Implementation results

The run finished, with violations left. The final reports fail on negative setup slack. The layout summary lists the proportion of cells stronger than drive strength 1 as 0.404. Per the post-route antenna check, the number of violating nets is 0. TritonCTS built the clock tree. The share of the Yosys chip area taken by registers is 0.423. The number of DRC markers in iteration 0 is 50. The global-route wire length before repair is 2540 um. The combinational group share of total power is 0.213.

The synthesized netlist was found by Yosys to have 66 cells. After synthesis the cells add up to 711 um2. The routed design ends up with an antenna cell count of 0.

Per the OpenROAD power report, switching power amounts to 0.239 mW. The chip area is 9220 um2. The chip height is 96 um. The number of buffers created by CTS is 3. The terminating pin of the worst hold path is temp_data[1]. The capturing point of the worst reg2reg path is count[2]. The worst setup path is of the reg -> out kind. The reg-to-reg startpoint is count[1]. Per the STA report, the cell with the highest stage delay on the worst path is sky130_fd_sc_hd__xnor3_1. Detailed placement finished with a half-perimeter wire length of 1120 um. By instance count, the leading cell after synthesis is sky130_fd_sc_hd__nand4_1. The area fraction of the largest cell type after synthesis is 0.423. The reported leakage power is 0.558 nW.

The pin count of the biggest net entering global routing is 17. Max-cap violations in this run came to 0. Traced cell by cell, the critical path runs through xnor2_2 > xnor3_1 > buf_6 > buf_6 > mux2i_1 > buf_2.

The share of total power consumed by net switching is 0.283. The fraction of registers with async set or reset after synthesis is 0. The worst endpoint required time is 1.60 ns. The depth of the worst hold-timing path is 0. Per the post-synthesis stats, the area per cell is 10.8 um2. The worst setup path is captured at a primary output. The buffer_ports step reported a buffer count of 9. The classification of the worst-slack hold path is reg -> reg. The average wire per cell in the routed design is 8.65 um.

The largest clock skew in the final design is 0.00619 ns. The kind of start point of the critical path is a flip-flop. The total clock sinks is 15. Per the OpenROAD floorplan log, the width of the die is 96 um. Ranked by instance count, the synthesized netlist is headed by sky130_fd_sc_hd__nand4_1, sky130_fd_sc_hd__dfxtp_1, sky130_fd_sc_hd__mux2i_1, sky130_fd_sc_hd__nor2_1, sky130_fd_sc_hd__xnor2_1. The timing report shows the most common cell along the critical path to be sky130_fd_sc_hd__buf_6. The headroom to the max-slew limit is 0.887. STA lists the startpoint of the worst hold path as temp_data[0]. The number of distinct library cells after synthesis is 20. The relative area change from synthesis to final layout is 61.1%. After clock tree synthesis, the clock-pin slew on the worst setup and hold paths is 0.03 ns. The placement summary gives the final routability congestion estimate as 0.760. The floorplan-stage core utilization is 0.128. The worst VDD IR drop from the latest analysis is 0.000334 V. In this run the clock root is driven by a sky130_fd_sc_hd__clkbuf_8. The number of enable flip-flop cells is 0. Synthesis handed over a netlist of 66 instances. The delay of the slowest cell on the worst path is 0.45 ns. The clock latency on the worst-skew pair is 0.31 ns.

sky130_fd_sc_hd__dfxtp_1 takes more of the synthesized area than any other cell. For this run, the detailed router's first-pass iteration total came to 4. The final timing report gives a worst setup slack of -1.13 ns. Counting the warning lines in the Yosys log gives 1. The routed layout reports a DRC error count of 0. The number of pins with negative max-slew slack in the final report is 0.

The total overflow reported by the global router is 0. The post-route core utilization is 0.207. The synthesis stat section lists a flop and latch total of 15. The via count of the routed design is 613.

Max fanout on the critical path was recorded as 4. The buffer levels on the longest clock path is 2. The flow reported a cell area power density of 738 nW/um2. Setup repair after global routing could not meet its margin everywhere. The number of hold-slack violations in the final timing report is 0.

The global routing report lists combined usage of all routing layers as 0.0341. The power report attributes to the clock group a share of 0.404. The script logs the ratio of routed vias to standard cells as 3.39. The relative contribution of sequential cells to total power is 0.382. The number of cells on the worst reg-to-reg path is 3.

The final routed wirelength across all metal layers is 1570 um. The via count of the first global-routing pass is 605. The arrival time of data at the worst endpoint is listed as 2.73 ns. By area the synthesized netlist is led by sky130_fd_sc_hd__dfxtp_1, sky130_fd_sc_hd__nand4_1, sky130_fd_sc_hd__mux2i_1. The I/O pin total is 10. The main flop type after synthesis is sky130_fd_sc_hd__dfxtp_1. Warnings raised by the tools during the run amount to 44.

The register-to-register path setup slack is 0.91 ns. The design draws 0.845 mW. Per the CTS log, the maximum H-tree level is 1. The number of failing setup endpoints in the final timing report is 8.

The transition time at the pin with the least slew margin is 0.165 ns. Internal power comes to 0.606 mW. The chip area line in the Yosys stat output reads 711 um2.

The number of rows in the core area is 27. The core region is 5540 um2. The number of antenna violations at the first check in global routing is 0.
==> layout by cell type, fill, tap and decap left out, drive strengths merged <==
master and n:
dfxtp 15, or3 1, mux2 1, nor3b 1, ha 2, and3b 1
o21ai 1, mux2i 8, nor2 3, clkbuf 3, nand4 16, xor2 1
xor3 1, xnor2 3, buf 29, nand2 2, inv 17, a21o 1
clkdlybuf4s50 1, xnor3 2
==> metrics by stage <==
stage	TNS (ns)	instance area (um2)	instances	worst slack [ns]	hold WS [ns]
CTS	-9.10	1130	181	-1.16	0.359
global placement	-9.08	1030	160	-1.18	0.341
finish	-8.83	1140	181	-1.13	0.352
floorplan	-4.92	731	66	-0.618	0.324
global route	-9.37	1140	181	-1.20	0.355
detailed placement	-9.12	1030	160	-1.19	0.350
==> critical path: cells and delay by family (launching register included) <==
family                 cells  cell delay (ns)
buffers and inverters      3             0.37
XOR/XNOR                   2             0.59
multiplexers               1             0.13
flip-flops                 1             0.32
==> kinds of logic after synthesis <==
kind of cell | synth area share
buffers and inverters | 0.0511
adders and majority gates | 0.0352
muxes | 0.129
AOI/OAI and AO/OA | 0.0176
and+or+nand+nor | 0.199
xor gates and xnor gates | 0.146
DFF | 0.423
==> power by group through the flow <==
| stage | Sequential (mW) | Combinational, mW | Clock [mW] |
|---|---|---|---|
| after CTS | 0.323 | 0.178 | 0.357 |
| after global routing | 0.324 | 0.191 | 0.401 |
| final | 0.323 | 0.180 | 0.342 |
==> area by class of cell <==
| type | instances | area, um2 |
|---|---|---|
| clock buffer | 3 | 41.3 |
| clock inverter | 16 | 60.1 |
| multi-input combinational | 44 | 398 |
| sequential | 15 | 304 |
| fill | 616 | 4400 |
| timing repair buffer | 30 | 248 |
| inverter | 1 | 3.75 |
| tap | 72 | 90.1 |
==> flip-flops by register name, summed over array words and instances, names as in the netlist <==
signal / count
count: 4
temp_data: 11
==> worst max-delay path by stage <==
| stage | startpoint | to | slack [ns] | cells past startpoint |
|---|---|---|---|---|
| 4_1_cts | temp_data[8] | data_out[4] | -1.16 | 5 |
| 5_1_grt | temp_data[5] | data_out[3] | -1.20 | 6 |
| 6_report | temp_data[5] | data_out[3] | -1.13 | 6 |
==> per-layer routing <==
| layer | up-vias | track usage | share of wire |
|---|---|---|---|
| met5 | - | 0 | 0 |
| met4 | 0 | 0.0135 | 0.0057 |
| met3 | 2 | 0.0220 | 0.069 |
| met2 | 12 | 0.0476 | 0.41 |
| met1 | 269 | 0.0409 | 0.52 |
| li1 | 330 | - | - |
==> timing repair <==
action / 4_1_cts / 5_1_grt
setup endpoints to repair: 8 / 8
pin swaps: 2 / 2
hold endpoints to repair: 0 / 0
hold buffers: 0 / 0
gates resized: 33 / 3
buffers inserted: 4 / 0
cloned: 0 / 0
Power figures rest on the tool's default switching activity, not on a simulated workload.
